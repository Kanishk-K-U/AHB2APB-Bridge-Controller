==> design.v <==
module AHB_slave(hclk,hreset,hready_in,hwrite,htrans,haddr,hwdata,pr_data,haddr_1,haddr_2,hwdata_1,hwdata_2,valid,hwrite_1,hwrite_2,hr_data,temp_sel);
input hclk,hreset, hready_in, hwrite;
input [1:0]htrans;
input [31:0]haddr,hwdata,pr_data;
output reg[31:0]haddr_1,haddr_2,hwdata_1,hwdata_2; output reg valid,hwrite_1,hwrite_2;
output [31:0]hr_data; output reg[2:0]temp_sel;
always @(posedge hclk) begin
if (hreset==1) begin
hwdata_2<=0;
haddr_1<=0;  
hwdata_1<=0;  
hwrite_1<=0;  
hwrite_2<=0; end
else if (hreset==0) begin
haddr_1<=haddr;
haddr_2<=haddr_1; hwdata_1<=hwdata;
 hwdata_2<=hwdata_1;
hwrite_1<=hwrite;
hwrite_2<=hwrite_1; end
end
always @(*) begin
valid=1'b0;
if (hready_in==1 && haddr>=32'h8000_0000 && haddr<=32'h8c00_0000 && htrans==2'b10 || htrans==2'b11)
valid=1'b1; else
valid=1'b0;
end
always @(*)
begin
temp_sel=3'b000;
if (haddr>=32'h8000_0000 && haddr<32'h8400_0000) temp_sel=3'b001;
else if (haddr>=32'h8400_0000 && haddr<32'h8800_0000) temp_sel=3'b010;
else if (haddr>=32'h8800_0000 && haddr<=32'h8c00_0000) temp_sel=3'b011;
end
assign hr_data=pr_data;
endmodule
==> run.sh <==
#!/bin/bash
# OpenROAD 26Q1-2900-gdf79404cd8, Yosys 0.63+post, stock flow scripts
make -C /OpenROAD-flow-scripts/flow DESIGN_CONFIG=/design/flow/config.mk WORK_HOME=/design/flow/orfs finish
==> config.mk <==
export PLATFORM = sky130hd
export DESIGN_NAME = AHB_slave
export DESIGN_NICKNAME = AHB_slave
export VERILOG_FILES = /design/flow/design.v
export SDC_FILE = /design/flow/constraint.sdc
export NUM_CORES = 4
export LEC_CHECK = 1
export CORE_UTILIZATION = 30
==> constraint.sdc <==
current_design AHB_slave

set clk_period 1.6
set clk_io_pct 0.2

create_clock -name clk0 -period $clk_period [get_ports {hclk}]

set non_clock_inputs [all_inputs -no_clocks]
set_input_delay [expr $clk_period * $clk_io_pct] -clock clk0 $non_clock_inputs
set_output_delay [expr $clk_period * $clk_io_pct] -clock clk0 [all_outputs]
==> job_summary.md <==
### Flow metrics

| Metric | Value |
|---|---|
| Cell Type Count | `24` |
| R2r worst-path depth | `1` |
| Synth-to-Final Area Change | `66.69%` |
| Dominant logic cell type in the layout | `clkdlybuf4s50_1` |
| Finished Cell Area | `0.006661 mm^2` |
| Max Root-Sink Buffers | `2` |
| Vias in the first global route | `roughly 2,700` |
| Setup TNS | `-0.4495 ns` |
| Max Freq | `562.4 MHz` |
| FP Util | `0.3116` |
| Worst Path Max Fanout | `2` |
| Share of cells above drive strength 1 | `0.1405` |
| Yosys warning count | `1` |
| DR pass1 iterations | `4` |
| Via density | `3.935` |
| Hold WS | `0.1452 ns` |
| Slowest cell on the critical path | `and4_4` |
| Total Power | `8.112 mW` |
| Pwr Density | `1218 mW/mm^2` |
| CTS Sinks | `130` |
| Final WL | `9175 um` |
| Total CTS buffers | `17` |
| Chip area | `0.01379 mm^2` |
| Crit. End Element | `output port` |
| Cells after synthesis | `294` |
| Status | `finished, violations left` |
| Worst Hold Class | `in2reg` |
| Core area | `0.01282 mm^2` |
| Worst r2r dst | `hwdata_2[0]$_SDFF_PP0_` |
| CP Class | `in2out` |
| GRT Total Usage | `0.1393` |
| Worst R2R Start | `hwdata_1[0]$_SDFF_PP0_` |
| Core Util, Final | `0.5194` |
| CTS tree | `built` |
| Family with the most delay on the worst path | `simple AND/OR/NAND/NOR gates` |
| CP Buf/Inv Count | `3` |
| CP max stage delay | `0.28 ns` |
| Finish-stage setup viols | `3` |
| Pre-CTS setup slack | `-1.102 ns` |
| Final period utilization | `1.111` |
| OpenROAD warning count | `27` |
| CP Data Arrival Time | `around 1.5 ns` |
| P_leak | `2.615 nW` |
| Reg2reg setup slack | `slightly above 1 ns` |
| Die y size | `117.4 um` |
| Yosys chip area | `between 0.003 and 0.004 mm^2` |
| Largest net degree at the start of global routing | `roughly 100` |
| First DRT Iteration DRCs | `66` |
| Detailed-placement wirelength estimate | `6483 um` |
| First-pass GRT wire length | `14,320 um` |
| Hold Vio Cnt, Final | `0` |
| Synth Cell Area | `0.003996 mm^2` |
| Synth area leader | `dfxtp_1` |
| Placed cell areas | `0.006012 mm^2` |
| Register share after synthesis | `0.7314` |
| Core Rows | `41` |
| Io pins | `268` |
| Post-DR wirelength/cell | `13.82 um` |
| CTS H-tree lvls | `4` |
| Clk_skew | `about 0.0079 ns` |
| Fin worst setup slack | `-0.1782 ns` |
| WHS Endpoint | `haddr_1[1]$_SDFF_PP0_` |
| Failing checks | `setup timing` |
| Most common cell on crit path | `buf_6` |
| Worst Min Path Start | `haddr[1]` |
| Tmin final | `~1.8 ns` |
| Fillers | `1,098` |
| Post-CTS Hold Fix Bufs | `0` |
| Chip width | `approximately 120 um` |
| Top Layout Cells | `clkdlybuf4s50_1 (164), nor2b_1 (97), dfxtp_1 (95)` |
| Max cap viols | `0` |
| Mean Syn Cell Area | `13.59 um^2` |
| VDD IR-drop max | `around 0.65 mV` |
| Final ANT Viol Nets | `0` |
| Crit-path cells | `buf_6, nor4_4, and4_4, nand4_4, buf_6, a31oi_1, buf_2` |
| Pins over their slew limit | `0` |
| # Cells Yosys | `294` |
| Congestion Overflow GR | `0` |
| Hold Crit Depth | `2` |
| Clock latency (worst-skew pair) | `0.41 ns` |
| Worst EP required | `1.28 ns` |
| Area share of the largest cell type after synthesis | `0.4909` |
| Synthesized registers | `130` |
| Synth area leaders | `dfxtp_1 (49%), edfxtp_1 (24%), nor2b_1 (15%), buf_4 (6.2%), clkbuf_1 (0.75%)` |
| Initial antenna violation count | `1` |
| Unrepaired setup endpoints after global routing | `true` |
| Vias | `~2,600` |
| Worst-path clk slew | `0.05 ns` |
| DP Cell Count | `630` |
| Post-Layout Cell Count | `664` |
| CP Launch Type | `primary input` |
| Root Driver | `clkbuf_16` |
| DRC | `0` |
| Port Buffers | `just over 200` |
| RePlAce Congestion | `0.8364` |
cell type report:
type                            count  area [um^2]  area share
Inverter                            2        11.26    0.001690
Timing Repair Buffer              209         2043      0.3067
Clock buffer                       20        436.7     0.06555
Multi-Input combinational cell    118        862.1      0.1294
Sequential cell                   130         2927      0.4393
Clock inverter                     12        163.9     0.02461
Tap cell                          172        215.2     0.03231
Antenna cell                        1        2.502   0.0003757
repair_timing:
action                                  4_1_cts  5_1_grt
cloned                                        0        0
endpoints found under the setup margin        4        9
pin swaps                                    13        2
resized                                     100        8
setup buffers                                 2        0
report_power, final:
group          leakage [nW]  internal (mW)  switching, mW
Sequential             1.14           3.54         0.0577
Combinational          1.18          0.457          0.167
Clock                 0.293           2.58           1.31
synth_stat cells, drive strengths merged:
cell type and instances:
a31oi 1, and4 1, nor4b 2, nor4 5
edfxtp 32, a21oi 1, inv 2, o21ai 1
a21o 1, clkbuf 8, buf 36, nor3 1
dfxtp 98, nor2 1, o22ai 1, conb 1
nand4 1, nand2 3, nor2b 98
layer usage:
metal | track usage | part of all wire | vias up
li1 | - | - | 1283
met1 | 0.1806 | 0.39 | 1145
met2 | 0.2064 | 0.45 | 169
met3 | 0.07788 | 0.14 | 16
met4 | 0.03490 | 0.020 | 0
met5 | 0 | 0 | -
state kept, by name, summed over array words and instances (netlist names):
name      cells
haddr_1      32
haddr_2      32
hwdata_1     32
hwdata_2     32
hwrite_1      1
hwrite_2      1
how the worst max path moves through the flow:
stage	from	end	slack (ns)	depth (start not counted)
4_1_cts	haddr[5]	temp_sel[1]	-0.21	7
5_1_grt	haddr[5]	temp_sel[1]	-0.29	7
6_report	haddr[5]	temp_sel[1]	-0.18	7
cells by family (layout without fill, tap and decap cells):
family / count (synthesis) / count (layout) / synth area share
AOI/OAI and AO/OA: 5 / 5 / 0.007514
and+or+nand+nor: 112 / 112 / 0.1850
other: 1 / 2 / 0.0009384
DFF: 130 / 130 / 0.7314
buffers and inverters: 46 / 243 / 0.07514
No activity file was given, so power comes from the tool's default toggle rates.
