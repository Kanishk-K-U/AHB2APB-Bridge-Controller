### flow/config.mk
export PLATFORM = sky130hd
export DESIGN_NAME = apb_controller
export DESIGN_NICKNAME = apb_controller
export VERILOG_FILES = /design/flow/design.v
export SDC_FILE = /design/flow/constraint.sdc
export NUM_CORES = 4
export LEC_CHECK = 1
export CORE_AREA = 10 10 202 202
export DIE_AREA = 0 0 212 212
### flow/constraint.sdc
current_design apb_controller

set clk_period 4.1
set clk_io_pct 0.2

create_clock -name clk0 -period $clk_period [get_ports {hclk}]

set non_clock_inputs [all_inputs -no_clocks]
set_input_delay [expr $clk_period * $clk_io_pct] -clock clk0 $non_clock_inputs
set_output_delay [expr $clk_period * $clk_io_pct] -clock clk0 [all_outputs]
### flow/design.v
module apb_controller (input hclk,hresetn,hwrite_reg,hwrite,valid,
 input [31:0]haddr,hwdata,hwdata_1,hwdata_2,haddr1,haddr2,pr_data, 
 input [2:0] temp_selx, 
 output reg penable, pwrite, 
 output reg hr_readyout,
 output reg [2:0] psel, 
 output reg [31:0] paddr,pwdata);
reg penable_temp,pwrite_temp,hr_readyout_temp;
reg [2:0] psel_temp;
reg [31:0] paddr_temp,pwdata_temp;
parameter ST_IDLE=3'b000;
parameter ST_READ=3'b001;
parameter ST_RENABLE=3'b010;
parameter ST_WWAIT=3'b011;
parameter ST_WRITE=3'b100;
parameter ST_WRITEP=3'b101;
parameter ST_WENABLE=3'b110;
parameter ST_WENABLEP=3'b111;
reg [2:0] PS,NS;
always @(posedge hclk)
begin
   if (!hresetn)
      PS<=ST_IDLE;
   else
     PS<=NS;
end
always @(*)
begin
   NS=ST_IDLE;
   case(PS)
     ST_IDLE : 
          if(valid==1&&hwrite==1)
            NS=ST_WWAIT;
          else if(valid==1&&hwrite==0)
            NS=ST_READ;
          else if(valid==0)
           NS=ST_IDLE;
      ST_READ: NS=ST_RENABLE;
      ST_RENABLE: 
          if(valid==1&&hwrite==1)
            NS=ST_WWAIT;
          else if(valid==1&&hwrite==0)
            NS=ST_READ;
          else if(valid==0)
           NS=ST_IDLE;
      ST_WWAIT: 
         if (valid==1)
           NS=ST_WRITEP;
         else if(valid==0)
           NS=ST_WRITE;
      ST_WRITE:
         if (valid==1)
           NS=ST_WENABLEP;
         else if(valid==0)
           NS=ST_WENABLE;
      ST_WRITEP: NS=ST_WENABLEP;
      ST_WENABLEP:
          if (valid==1&&hwrite_reg==1)
           NS=ST_WRITEP;
         else if (valid==0&&hwrite_reg==1)
           NS=ST_WRITE;
         else if(hwrite_reg==0)
          NS=ST_READ;
      ST_WENABLE:
          if (valid==1 && hwrite==1)
            NS=ST_WWAIT;
          else if (valid==1 && hwrite==1)
            NS=ST_READ;
          else
            NS=ST_IDLE;
   endcase
end
always @(*)
begin
case(PS)
ST_IDLE: begin
          if(valid==1&&hwrite==0)
            begin
              paddr_temp=haddr;
              pwrite_temp=hwrite;
              psel_temp=temp_selx;
              penable_temp=0;
              hr_readyout_temp=0;
             end
          else if(valid==1&&hwrite==1)
            begin
               psel_temp=0;
               penable_temp=0;
               hr_readyout_temp=1;
            end    
          else
            begin
              psel_temp=0;
              penable_temp=0;
              hr_readyout_temp=1;
           end
         end
ST_READ: begin
              penable_temp=1;
              hr_readyout_temp=1;
         end
ST_RENABLE: begin
          if(valid==1&&hwrite==0)
            begin
              paddr_temp=haddr;
              pwrite_temp=hwrite;
              psel_temp=temp_selx;
              penable_temp=0;
              hr_readyout_temp=0;
             end
          else if(valid==1&&hwrite==1)
            begin
               psel_temp=0;
               penable_temp=0;
               hr_readyout_temp=1;
            end    
          else
            begin
              psel_temp=0;
              penable_temp=0;
              hr_readyout_temp=1;
           end
         end
ST_WWAIT:
	begin
             paddr_temp=haddr1;
             pwdata_temp=hwdata;
             pwrite_temp=hwrite;
             psel_temp=temp_selx;
             penable_temp=0;
             hr_readyout_temp=0;
          end
ST_WRITE:
	begin
             penable_temp=1;
             hr_readyout_temp=1;         
         end
ST_WRITEP:
         begin
             penable_temp=1;
             hr_readyout_temp=1;         
         end
ST_WENABLE:
         begin
           hr_readyout_temp=1; 
           penable_temp=0;
           psel_temp=0;
         end
ST_WENABLEP:
        begin
          paddr_temp=haddr2;
          hr_readyout_temp=0; 
          pwdata_temp=hwdata;    
          penable_temp=1;         
        end
endcase
end
always@(posedge hclk)
begin
   if(!hresetn)
     begin
        paddr<=0;
        pwdata<=0;
        pwrite<=0;
        psel<=0;
        penable<=0;
        hr_readyout<=1;
     end
   else begin
        paddr<=paddr_temp;
        pwdata<=pwdata_temp;
        pwrite<=pwrite_temp;
        psel<=psel_temp;
        penable<=penable_temp;
        hr_readyout<=hr_readyout_temp;
     end
end
endmodule
### flow/run.sh
#!/bin/bash
# OpenROAD 26Q1-2900-gdf79404cd8, Yosys 0.63+post, stock flow scripts
make -C /OpenROAD-flow-scripts/flow DESIGN_CONFIG=/design/flow/config.mk WORK_HOME=/design/flow/orfs finish
==> impl_metrics.toml <==
# flow metrics
[critical_path]
largest_driver_fanout_on_the_critical_path = 1
worstPathCellList = "clkdlybuf4s50_1"
cp_data_arrival_time_ns = 1.26
max_stage_delay_ns = 0.59
worst_path_dominant_cell_family = "buffers and inverters"
critical_path.startpoint_type = "register"
critPathBufInv = 1
worst_path_max_delay_cell = "sky130_fd_sc_hd__clkdlybuf4s50_1"
required_ns = 3.28
setup.worst_path.end_class = "output pin"
critPathKind = "reg2out"

[detailed_routing]
vias = 3087
drcViolationCount = 0
routed_wl_um = 13800
length_of_the_first_detailed_routing_pass_in_iterations = 4
detail_route.antenna_diodes = 0
post_drt_via_cell_ratio = 2.98
wire_per_inst_um = 13.4
drt-initial-drc-count = 84
detail-route-antenna-nets = 0

[cells_and_area]
final_layout_size_suffix_gt1_frac = 0.0475
fin_util = 0.183
lay_top_cells = "sky130_fd_sc_hd__clkdlybuf4s50_1 (204), sky130_fd_sc_hd__dfxtp_1 (76), sky130_fd_sc_hd__and2_1 (71)"
final_common_cell = "sky130_fd_sc_hd__clkdlybuf4s50_1"
final_design_area_no_fill_um2 = 6690
instances_no_fill = 1037
area_growth_syn_to_layout_pct = 78.1

[sta]
unclocked_pins = 68
finalHoldViolations = 0
final_max_slew_viol_count = 0
finalCritPeriodShare = 0.508
final.min_clock_period_ns = 2.08
untimed_endpoints = 68
hold_ws_ns = 0.493
worstMarginPinSlew_ns = 0.676
totalNegativeSetupSlack_ns = 0
clock.fmax_mhz = 480
finalClockSkew_ns = 0.00382
finalSetupViolCount = 0
unrepaired_setup_endpoints_after_global_routing = "no"
slew_headroom = 0.549

[pwr]
power.net_switching_uw = 461
total_leakage_power_nw = 2.70
power_frac_clock = 0.429
power_frac_seq = 0.426
intPower_mw = 1.62
power.share.combinational = 0.145
swShare = 0.222
power.ir.vdd_worst_uv = 194
powerDensity_nw_per_um2 = 311

[logic_synthesis]
edff_count_synth = 0
async_flop_share = 0
ys_seq_elements = 146
synth_area_um2 = 3750
yosysCellCount = 362
flop_cell = "sky130_fd_sc_hd__dfxtp_1"
yosys_warnings = 1
synthDistinctLibCells = 22
yosys.stat.chipArea_um2 = 3750
synthCells = 362
synth_area_per_cell_um2 = 10.4

[place]
routabilityCongestion = 0.786
detailed_place_hpwl_um = 10600
post-place-cells = 1022
placedInstanceArea_um2 = 6360
port-buffer-count = 205

[flow_run]
log.warning_count = 121
timing.max_cap.violations = 0

[floorplan]
std_cell_rows = 70
design.die.area_um2 = 44900
core_um2 = 36500
boundaryPins = 302
floorplan.die.height_um = 212
fp.dieW_um = 212
fp_util = 0.103

[grt]
first_global_vias = 3309
grt_first_pass_wirelength_um = 20300
antenna_violations_before_repair = 1
globalRoute.totalOverflow = 0
grt_max_degree = 78
grt_usage = 0.0608

[clock_tree]
cts.path.max_buffers = 2
cts_made_buffers = 9
cts_setup_buffers = 0
cts-resized-gates = 0
clock_latency_ns = 0.36
htree_num_levels = 3
tritoncts = "done"
cts_hold_repair.buffers = 0
cts.root.buffer_cell = "sky130_fd_sc_hd__clkbuf_16"
clkTransAtPathRegs_ns = 0.06

[worst_hold_path]
worst_hold_path_type = "reg2reg"

[outcome]
status = "finished, final reports clean"
[cell usage after synthesis, types with 3 or more instances]
| cell type | n | area, um^2 |
|---|---|---|
| sky130_fd_sc_hd__nand2_1 | 67 | 251 |
| sky130_fd_sc_hd__nor2_1 | 3 | 11.3 |
| sky130_fd_sc_hd__dlxtn_1 | 68 | 1020 |
| sky130_fd_sc_hd__dfxtp_1 | 78 | 1560 |
| sky130_fd_sc_hd__nor2b_1 | 5 | 31.3 |
| sky130_fd_sc_hd__inv_1 | 3 | 11.3 |
| sky130_fd_sc_hd__a22oi_1 | 32 | 240 |
| sky130_fd_sc_hd__and2_1 | 71 | 444 |
| sky130_fd_sc_hd__clkbuf_1 | 15 | 56.3 |
| sky130_fd_sc_hd__buf_2 | 3 | 15.0 |
| sky130_fd_sc_hd__a21oi_1 | 3 | 15.0 |
[final timing paths]
kind / cells after the start / start / slack, ns / end
max reg2reg: 5 / PS[7]$_DFF_P_ / 2.70 / hr_readyout$_SDFF_PN1_
max: 1 / paddr[31]$_SDFF_PN0_ / 2.02 / paddr[31]
min reg2reg: 1 / PS[4]$_DFF_P_ / 0.49 / PS[2]$_DFF_P_
min: 1 / PS[4]$_DFF_P_ / 0.49 / PS[2]$_DFF_P_
[final cells by class]
cell class,instances,area [um^2]
tap,468,586
multi-input combinational,194,1090
timing repair buffer,211,2090
clock buffer,10,239
clock inverter,5,83.8
sequential,146,2580
inverter,3,11.3
fill,3994,29800
[worst register-to-register path, delay by kind of cell, from the launching register on]
family | cells | cell delay (ns)
buffers and inverters | 2 | 0.67
flip-flops | 1 | 0.33
AND/OR/NAND/NOR | 3 | 0.25
[kinds of logic (layout without fill, tap and decap cells)]
group                  after synthesis  in the layout  synth area share
DFF                                 78             78             0.416
buffers and inverters               22            229            0.0250
AOI/OAI and AO/OA                   39             39            0.0743
and+or+nand+nor                    155            155             0.213
latches                             68             68             0.272
[per-layer routing]
metal	part of all wire	track usage	vias to the layer above
li1	-	-	1559
met5	0.00094	0	-
met4	0.017	0.00917	2
met2	0.43	0.0929	148
met1	0.45	0.0779	1363
met3	0.11	0.0296	15
[through the flow]
step,power (mW),setup slack [ns]
floorplan,0.971,2.68
global placement,1.21,2.16
detailed placement,1.22,2.19
CTS,2.14,1.94
global route,2.20,1.93
finish,2.08,2.02
[power by group through the flow]
stage                 Sequential (mW)  Clock (mW)  Combinational, mW
final                           0.887       0.894              0.301
after global routing            0.894       0.968              0.333
after CTS                       0.888       0.943              0.312
[flip-flops by register name, summed over array words and instances (netlist names)]
| name | count |
|---|---|
| penable | 1 |
| hr_readyout | 1 |
| psel_temp | 3 |
| pwdata | 32 |
| pwdata_temp | 32 |
| paddr_temp | 32 |
| pwrite_temp | 1 |
| psel | 3 |
| paddr | 32 |
| pwrite | 1 |
| PS | 8 |
Power and IR drop assume default switching activity.
